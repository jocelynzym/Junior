==> design/flow/design.v <==
module btb #(
    parameter ENTRY_LEN = 6     
)(
    input               clk,
    input               rst,
    input       [31:0]  PCF,
    input       [31:0]  PCE,
    input       [31:0]  BrNPC,
    input               BranchE,
    input       [6:0]   OpE,
    output  reg [31:0]  PredictedPC,     
    output  reg         PredictedF       
);
localparam BR_OP    = 7'b110_0011;
localparam ENTRY_NUM = 1 << ENTRY_LEN;
reg [31:0]  BranchInstrAddress[ ENTRY_NUM - 1 : 0 ];
reg [31:0]  BranchTargeAddress[ ENTRY_NUM - 1 : 0 ];
reg         Valid[ ENTRY_NUM - 1 : 0 ];
wire [ENTRY_LEN-1:0] PCF_Tag=PCF[ENTRY_LEN+1:2];
wire [ENTRY_LEN-1:0] PCE_Tag=PCE[ENTRY_LEN+1:2];
always @(*)begin
	if( (PCF == BranchInstrAddress[PCF_Tag]) && Valid[PCF_Tag] ) begin
		PredictedF  <= 1'b1;
        PredictedPC <= BranchTargeAddress[PCF_Tag];
    end
	else begin
		PredictedF  <= 1'b0;
        PredictedPC <= 32'b0;
    end
end
integer i;
always @(posedge clk or posedge rst) begin
    if( rst ) begin
       for(i=0;i<ENTRY_NUM;i=i+1)   begin
            Valid[i]                <= 1'b0;
            BranchInstrAddress[i]   <= 32'd0;
            BranchTargeAddress[i]   <= 32'd0;
        end
    end 
	else if(OpE == BR_OP) begin  
		BranchInstrAddress[PCE_Tag]   <= PCE;
        BranchTargeAddress[PCE_Tag]   <= BrNPC;
        Valid[PCE_Tag]                <= BranchE;
	end
end
endmodule
==> design/flow/run.sh <==
#!/bin/bash
# OpenROAD 26Q1-2900-gdf79404cd8, Yosys 0.63+post, stock flow scripts
make -C /OpenROAD-flow-scripts/flow DESIGN_CONFIG=/design/flow/config.mk WORK_HOME=/design/flow/orfs finish
==> design/flow/config.mk <==
export PLATFORM = sky130hd
export DESIGN_NAME = btb
export DESIGN_NICKNAME = btb
export VERILOG_FILES = /design/flow/design.v
export SDC_FILE = /design/flow/constraint.sdc
export NUM_CORES = 4
export LEC_CHECK = 1
export CORE_UTILIZATION = 40
==> design/flow/constraint.sdc <==
current_design btb

set clk_period 14.4
set clk_io_pct 0.2

create_clock -name clk0 -period $clk_period [get_ports {clk}]

set non_clock_inputs [all_inputs -no_clocks]
set_input_delay [expr $clk_period * $clk_io_pct] -clock clk0 $non_clock_inputs
set_output_delay [expr $clk_period * $clk_io_pct] -clock clk0 [all_outputs]
==> reports/qor.csv <==
stage,metric,value,unit
final_timing,Fmax achieved,75.5,MHz
clock_network,post-CTS setup buffer count,0,
detailed_routing,WL/cell,40.7,um
synthesis,"Chip Area, Yosys",182000,um2
clock_network,root buf cell,clkbuf_16,
floorplan,core region area,452000,um2
clock_network,Latency at later pin,1.01,ns
setup_path,CP Class,in2out,
final_timing,RSZ-0062 raised after global routing,false,
synthesis,async set or reset register ratio after synthesis,100,%
setup_path,element type at the critical path start,primary input,
flow_run,Max Cap Violations,0,
synthesis,number of enable flip-flop cells,0,
pwr,LEAKAGE,104,nW
clock_network,deepest clock path buffer count,4,
floorplan,Die W,676,um
final_timing,final count of negative-setup-slack endpoints,0,
final_timing,measured slew at the worst slew-check pin,1.45,ns
detailed_routing,TritonRoute pass-1 iters,8,
final_timing,min cycle time layout,13.24,ns
setup_path,CP endpoint kind,primary output,
synthesis,Max-area cell share,57.3,%
synthesis,Mean Syn Cell Area,13.0,um2
synthesis,Post-Syn Area,182000,um2
flow_run,OpenROAD warnings,107,
global_routing,All-Layer GR Usage,37.5,%
global_routing,initial antenna violation count,82,
global_routing,first-pass GRT wire length,1120,mm
floorplan,I/O pins,139,
synthesis,synth top area cells,"dfrtp_1 (57%), mux2_2 (24%), a22oi_1 (5.2%)",
detailed_routing,residual DRC count,0,
final_timing,Final Cycle Share,91.9,%
clock_network,H-tree level count,5,
worst_hold_path,Hold Path Class,reg2reg,
placed_design,Port-buffer cells,138,
finish,final std cells w/o fill,20100,
finish,fin util,45.5,%
synthesis,Synth Seq Share,57.3,%
clock_network,TritonCTS clock tree,done,
finish,layout cell share with drive strength beyond 1,39.0,%
floorplan,starting density of the core,40.2,%
run_status,run status,finished clean,
synthesis,cells after synthesis,13900,
synthesis,Synth Warn #,4,
synthesis,post-synth top area cell,dfrtp_1,
finish,Layout area overhead,13.2,%
detailed_routing,routed wire length,817,mm
pwr,Peak VDD IR,0.000123,V
clock_network,clock slew at reported path FFs,0.06,ns
clock_network,cts bufs inserted,430,
floorplan,FP Rows,247,
detailed_routing,Vias/cell,6.58,
synthesis,Unique masters post-synth,77,
setup_path,CP Data Required Time,11.52,ns
pwr,power density over cell area,118,nW/um2
clock_network,hold_buf cts,0,
clock_network,clk sinks,4160,
detailed_routing,DRT iter0 DRCs,13700,
global_routing,vias in the first global route,131000,
synthesis,cells in synth_stat.txt,13900,
global_routing,pin count of the biggest net entering global routing,125,
synthesis,count of state elements after synthesis,4160,
global_routing,grt total ovfl,0,
final_timing,Slew headroom,3.25,%
final_timing,Fin. Hold Viols,0,
final_timing,Slew Limit Fails,0,
detailed_routing,Antenna Violating Nets Remaining,0,
placed_design,dpl hpwl,476,mm
finish,fillers,39800,
setup_path,crit path DAT,10.36,ns
detailed_routing,Vias,132000,
synthesis,Post-synth top cells,"dfrtp_1 (4160), mux2_2 (3817), a22oi_1 (1254)",
setup_path,crit path max fanout,50,
floorplan,Die Area,457000,um2
synthesis,most frequent cell after synthesis,dfrtp_1,
final_timing,Worst Skew,0,ns
placed_design,Inst Count DP,19200,
clock_network,post_cts resized,0,
final_timing,TNS Setup,0,ns
floorplan,Die Height,676,um
synthesis,Most used DFF post-synth,dfrtp_1,
placed_design,routability congestion estimate from global placement,0.978,
state kept, by name, indices dropped and copies added (netlist names):
signal / count
BranchInstrAddress: 2048
BranchTargeAddress: 2048
Valid: 64
cells by family after synthesis:
logic type             synth area share (%)
AND-OR/OR-AND                          7.07
multiplexers                           24.0
XOR/XNOR                            0.00965
buffers and inverters                  3.15
flip-flops                             57.3
AND/OR/NAND/NOR                        8.44
power breakdown:
group | internal, mW | switching [mW]
sequential | 11.7 | 0.0254
combinational | 0.139 | 0.757
clock | 6.66 | 4.93
cells in the final DEF, fill, tap and decap left out, drive strengths merged, types with 181 or more instances in the layout:
cell type,n
buf,692
mux2,3818
dfrtp,4160
and3,444
nor2,181
a22oi,1254
nand4,390
clkbuf,660
nand2,379
nand3,587
worst paths after layout:
check	start	end	slack, ns	depth (start not counted)
max	PCF[7]	PredictedPC[8]	1.16	17
min	BranchInstrAddress[39][4]	BranchInstrAddress[39][4]	0.46	1
max reg2reg	Valid[0]	Valid[0]	13.53	1
min reg2reg	BranchInstrAddress[39][4]	BranchInstrAddress[39][4]	0.46	1
max in group asynchronous	rst	BranchTargeAddress[20][18]	8.38	7
min in group asynchronous	rst	BranchInstrAddress[35][23]	2.80	3
layout make-up:
cell class	instances	area (um2)	area share (%)
Antenna cell	75	188	0.0913
Clock buffer	660	13100	6.36
Clock inverter	122	1440	0.698
Inverter	17	67.6	0.0329
Multi-Input combinational cell	8319	72900	35.5
Sequential cell	4160	104000	50.6
Tap cell	5976	7480	3.64
Timing Repair Buffer	765	6380	3.10
per-stage QoR:
stage          power, mW  cell area [um2]  setup slack [ns]  hold slack, ns
2_1_floorplan       12.6           182000            -46.46           0.425
3_3_place_gp        12.9           191000              1.53           0.441
3_5_place_dp        12.9           191000              1.48           0.444
4_1_cts             24.3           205000              1.47           0.459
5_1_grt             24.8           206000              1.19           0.468
6_report            24.3           206000              1.16           0.459
worst max-delay path: stages:
cell	delay (ns)
buf_4	0.23
buf_4	0.60
nand4bb_1	0.79
nor2_4	0.84
buf_4	0.54
buf_4	0.47
a32oi_1	0.12
nand4_1	0.15
nor4_1	0.10
a32oi_1	0.54
nand4_1	0.39
nor4_1	0.91
nand4_4	0.26
buf_4	0.30
buf_4	0.30
a311oi_2	0.27
clkdlybuf4s50_1	0.50
routing by layer:
metal / vias up / GRT usage (%) / share of wire, %
li1: 51000 / - / -
met1: 69500 / 47.5 / 35
met2: 8922 / 50.4 / 42
met3: 2653 / 21.7 / 16
met4: 80 / 21.8 / 7.5
met5: - / 1.30 / 0.15
No activity file was given, so power comes from the tool's default toggle rates.
